$ cat ./config.mk
export PLATFORM = sky130hd
export DESIGN_NAME = bridgetop
export DESIGN_NICKNAME = bridgetop
export VERILOG_FILES = /design/flow/design.v
export SDC_FILE = /design/flow/constraint.sdc
export NUM_CORES = 4
export LEC_CHECK = 1
export CORE_UTILIZATION = 30
$ cat ./constraint.sdc
current_design bridgetop

set clk_period 2.2
set clk_io_pct 0.2

create_clock -name clk0 -period $clk_period [get_ports {HCLK}]

set non_clock_inputs [all_inputs -no_clocks]
set_input_delay [expr $clk_period * $clk_io_pct] -clock clk0 $non_clock_inputs
set_output_delay [expr $clk_period * $clk_io_pct] -clock clk0 [all_outputs]
$ cat ./design.v
module ahbslave(HCLK, HRESET,HWRITE,HREADYIN,HTRANS,HWDATA,HADDR,PIPED0,PIPED1,PIPEA0,PIPEA1,VALID,TEMP_SEL, HWRITEREG);
output reg HWRITEREG;
input HCLK,HRESET,HWRITE,HREADYIN;
input [1:0] HTRANS;
input[31:0]HWDATA,HADDR;
output VALID;
output [2:0] TEMP_SEL;
output reg[31:0] PIPED0,PIPED1,PIPEA0,PIPEA1;
parameter SEQ=2'b01;
parameter NSEQ=2'b10;
assign VALID =(HADDR>=32'h8000_0000 && HADDR<= 32'h8FFF_FFFF && HTRANS == SEQ || HTRANS == NSEQ && (HREADYIN==1) );
assign TEMP_SEL[0]=(HADDR>=32'h8000_0000)&&(HADDR<=32'h8400_0000);
assign TEMP_SEL[1]=(HADDR>32'h8400_0000)&&(HADDR<=32'h8800_00000);
assign TEMP_SEL[2]=(HADDR>32'h8800_0000)&&(HADDR<=32'h8C00_00000);
always @(posedge HCLK)
begin 
 if(HRESET==1)
begin
  PIPEA0<=32'h0;
  PIPEA1<=32'h0;
  PIPED0<=32'h0;
  PIPED1<=32'h0;
  HWRITEREG <= 0;
end
else
 begin
 PIPEA0<=HADDR;
 PIPEA1<=PIPEA0;
 PIPED0<=HWDATA;
 PIPED1<=PIPED0;
 HWRITEREG <= HWRITE;
 end
end
endmodule
module bridgetop(HCLK,HRESET,PENABLE,PWRITE,PSEL,PADDR,PWDATA,HREADYOUT,HWRITE,HREADYIN,HWDATA,HADDR,HTRANS);
input HCLK,HRESET,HWRITE,HREADYIN;
input[1:0] HTRANS;
input[31:0] HWDATA,HADDR;
output wire PENABLE,PWRITE,HREADYOUT;
output wire [2:0] PSEL;
output wire [31:0] PADDR,PWDATA;
wire w1,w7;
wire[2:0]w2;
wire[31:0]w3,w4,w5,w6;
ahbslave ahb(.HCLK(HCLK),.HWRITE(HWRITE),.HRESET(HRESET),.HREADYIN(HREADYIN),.HTRANS(HTRANS),.HWDATA(HWDATA),.HADDR(HADDR),.VALID(w1),.TEMP_SEL(w2),.PIPEA0(w3),.PIPEA1(w4),.PIPED0(w5),.PIPED1(w6), .HWRITEREG(w7));
fsmcontroller fsm(.HCLK(HCLK),.HRESETn(HRESET),.VALID(w1),.HWDATA0(w5),.HWDATA1(w6),.HADDR0(w3),.HADDR1(w4),.TEMP(w2),.PENABLE(PENABLE),.PWRITE(PWRITE),.HREADOUT(HREADYOUT),.PSEL(PSEL),.PADDR(PADDR),.PWDATA(PWDATA),.HWRITE(HWRITE),.HWRITEREG(w7));
endmodule
module fsmcontroller(HCLK,HRESETn,VALID,HWDATA0,HWDATA1,HADDR0,HADDR1,TEMP,PENABLE,PWRITE,HREADOUT,PSEL,PADDR,PWDATA,HWRITE,HWRITEREG);
input VALID,HCLK;
input HWRITE,HRESETn,HWRITEREG;
reg [2:0] nex_state, state;
input[31:0]HWDATA0,HWDATA1,HADDR0,HADDR1;
input[2:0]TEMP;
output reg PENABLE,HREADOUT,PWRITE;
output reg[2:0] PSEL;
output reg[31:0]PADDR,PWDATA;
reg hreadyout_temp, pwrite_temp, penable_temp;
reg [31:0] hrdata_temp, paddr_temp, pwdata_temp;
reg [2:0] pselx_temp;
parameter ST_IDLE = 3'b111;
parameter ST_READ = 3'b101;
parameter ST_WWAIT = 3'b010;
parameter ST_WRITE = 3'b001;
parameter ST_WENABLE = 3'b100;
parameter ST_WRITEP = 3'b110;
parameter ST_WENABLEP = 3'b011;
parameter ST_RENABLE = 3'b000;
always@(posedge HCLK)
begin
if(HRESETn)
state<=ST_IDLE;
else
state<=nex_state;
end
always@(state,VALID,HWRITE,HWRITEREG)
begin
nex_state=ST_IDLE;
case(state)
ST_IDLE:begin
	if(VALID==1 & HWRITE==1)
	nex_state=ST_WWAIT;
	else if(VALID==1 & HWRITE==0)
	nex_state=ST_READ;
	else
	nex_state=ST_IDLE;
	end
ST_WWAIT:begin
	if(VALID==1)
	nex_state=ST_WRITEP;
	else
	nex_state=ST_WRITE;
	end
ST_WRITEP:begin
	if(VALID==1)
	nex_state=ST_WENABLEP;
	else
	nex_state=ST_WENABLE;
	end
ST_WRITE:begin
	if(VALID==0)
	nex_state=ST_WENABLE;
	else
	nex_state=ST_WENABLEP;
	end
ST_WENABLEP:begin
	if(VALID==1 & HWRITEREG==1)
	nex_state=ST_WRITEP;
	else if(VALID==0 & HWRITEREG==1)
	nex_state=ST_WRITE;
	else 
	nex_state=ST_READ;
	end
ST_WENABLE:begin
	if(VALID==1 & HWRITE==0)
	nex_state=ST_READ;
	else if(VALID==1 & HWRITE==1)
	nex_state=ST_WWAIT;
	else
	nex_state=ST_IDLE;
	end
ST_READ:begin
	if(VALID==1 & HWRITE==0)
	nex_state<=ST_READ;
	else if(VALID==1 & HWRITE==1)
	nex_state=ST_WWAIT;
	else
	nex_state=ST_IDLE;
	end
ST_RENABLE: begin
	if(VALID==1 &HWRITE==0)
	nex_state=ST_READ;
	else if(VALID==1 & HWRITE==1)
	nex_state=ST_WWAIT;
	else
	nex_state=ST_IDLE;
	end 
endcase
end
always@(*)
begin
{hreadyout_temp, penable_temp, pwrite_temp,  pselx_temp, paddr_temp, pwdata_temp, hrdata_temp} = 0;
 case(state)
ST_IDLE: begin
	hreadyout_temp = 1;
	penable_temp=0;
	pselx_temp=0;
	end
ST_READ: begin
	paddr_temp = HADDR0;
	pselx_temp = TEMP;
	hreadyout_temp = 0;
	end
ST_WWAIT: begin
	hreadyout_temp = 1;
	end	
ST_WRITE: begin 
	paddr_temp = HADDR0;
	pselx_temp = TEMP;	
	pwrite_temp = 1;
	penable_temp = 1;
	hreadyout_temp = 1;
	pwdata_temp = HWDATA0;   
	end
ST_WENABLE: begin
	penable_temp = 1;
	pwrite_temp = 1;   
	pwdata_temp = HWDATA0;
	paddr_temp = HADDR1;
	pselx_temp = TEMP;
	hreadyout_temp = 1;
	end
ST_WRITEP: begin
	paddr_temp = HADDR0;
	pselx_temp = TEMP;
	pwrite_temp = 1;
	penable_temp = 1;
	pwdata_temp = HWDATA0;
	hreadyout_temp = 1;
	end
ST_WENABLEP: begin 
	hreadyout_temp = 1;
	pwrite_temp = 1;
	penable_temp = 1;
	pwdata_temp = HWDATA0;
	paddr_temp = HADDR1;
	pselx_temp = TEMP;
	end
ST_RENABLE: begin
	penable_temp = 1;
	paddr_temp = HADDR1;
	pselx_temp = TEMP;
	hreadyout_temp = 1;
	end
endcase
end
always@(posedge HCLK)
begin
if (HRESETn)
{PENABLE,PWRITE,PSEL,PADDR,PWDATA,HREADOUT} = 0;
else
PENABLE <= penable_temp;
PWRITE <= pwrite_temp;
PSEL <= pselx_temp;
PADDR <= paddr_temp;
PWDATA <= pwdata_temp;
HREADOUT <= hreadyout_temp;
end
endmodule
$ cat ./run.sh
#!/bin/bash
# OpenROAD 26Q1-2900-gdf79404cd8, Yosys 0.63+post, stock flow scripts
make -C /OpenROAD-flow-scripts/flow DESIGN_CONFIG=/design/flow/config.mk WORK_HOME=/design/flow/orfs finish
==> flow_metrics.py <==
# Flow results
metrics = {
    "hold_path": {
        "hold_class": "flip-flop to flip-flop",
    },
    "synthesis": {
        "synth-seq-cells": 174,
        "synthTopCellsByArea": "dfxtp_1 (70%), nor2b_1 (12%), a22o_1 (5.7%), and2_1 (4.0%), clkbuf_1 (1.4%)",
        "synthArstFlopShare_pct": 0,
        "seq_area_frac_synth_pct": 70.2,
        "yosysTopAreaCell": "dfxtp_1",
        "synth_top_area_share_pct": 70.2,
        "synth.distinct_cells": 30,
        "flop_cell": "dfxtp_1",
        "ys_cells": 403,
        "syn_area_per_cell_um2": 12.3,
        "syn_inst": 403,
        "edf_count": 0,
        "synth_warnings": 4,
        "yosys_area_um2": 4960,
        "netlist_area_um2": 4960,
    },
    "cells_and_area": {
        "mi_logic_area_um2": 1390,
        "flop_area_um2": 3480,
        "final_common_cell": "dfxtp_1",
        "fin_util_pct": 45.1,
        "nFillCells": 1453,
        "final_cell_area_um2": 7210,
        "drive_gt1_share_pct": 8.21,
        "synthToLayoutAreaGrowth_pct": 45.4,
        "lay_top_cells": "dfxtp_1 (174), clkdlybuf4s50_1 (138), nor2b_1 (99)",
    },
    "flow_run": {
        "maxCapViolations": 0,
        "openroad.warnings": 27,
    },
    "worst_setup_path": {
        "start_kind": "input port",
        "crit_type": "input port to flip-flop",
        "crit_arrival_ns": 2.11,
        "worst-path-max-fanout": 3,
        "critPathCaptureType": "flip-flop",
        "cp.required_ns": 2.52,
    },
    "final_timing": {
        "setup-tns-final_ns": 0,
        "grt_setup_unrepaired": "false",
        "relSlewSlack_pct": 66.3,
        "fmaxAchievable_mhz": 560,
        "drv_slew": 0,
        "worst_pin_slew_ns": 0.500,
        "fin_crit_ns": 1.78,
        "setup_slack_ns": 0.415,
        "fin_crit_sh_pct": 81.1,
        "finalHoldViolCount": 0,
        "setup_violations": 0,
        "fin_skew_ns": 0.00811,
    },
    "grt": {
        "grt_pass1_vias": 3028,
        "antenna_found_initial": 0,
        "grt_max_degree": 105,
        "grt_pass1_wl_mm": 15.3,
        "overflow": 0,
        "grt_usage_pct": 12.1,
    },
    "routing": {
        "drtIter0Drc": 135,
        "dr_total_vias": 3108,
        "wl_per_cell_um": 12.7,
        "antenna_left": 0,
        "drtPass1Iterations": 4,
        "drcViolationCount": 0,
        "wirelength_mm": 9.87,
        "insertedDiodeCount": 0,
        "avgViaCountPerCell": 4.01,
    },
    "cts": {
        "post_cts_buffers": 0,
        "cts.sinks": 174,
        "clkTransAtPathRegs_ns": 0.07,
        "hold_buffers": 0,
        "h-tree-depth": 4,
        "cts-resized-gates": 0,
        "cts_tree": "done",
        "cts_root_buf": "clkbuf_16",
        "clockBufferDepth": 2,
        "cts_buffers": 17,
        "clkLatencyLatePin_ns": 0.41,
    },
    "placement": {
        "dp_hpwl_mm": 6.43,
        "detailedPlace.worstSlack_ns": -0.0402,
        "portBuffers": 139,
        "place_congestion": 0.737,
        "post_dp_cell_area_um2": 6610,
    },
    "floorplanning": {
        "core_area_um2": 16000,
        "die_h_um": 131,
        "fp_util_pct": 31.0,
        "io_pins": 140,
        "die_w_um": 131,
        "dieArea_um2": 17100,
        "rows": 46,
    },
    "power_and_ir_drop": {
        "p_per_area_nw_per_um2": 914,
        "fin_total_pwr_mw": 6.59,
        "power_leakage_nw": 2.77,
        "max-vdd-ir-drop_v": 0.000499,
    },
    "outcome": {
        "status": "completed",
    },
}
## area by class of cell
type / instances / area share (%)
Multi-Input combinational cell: 205 / 19.3
Clock inverter: 13 / 2.15
Sequential cell: 174 / 48.3
Clock buffer: 19 / 6.14
Inverter: 2 / 0.104
Tap cell: 216 / 3.75
Timing Repair Buffer: 147 / 20.3
## Yosys cell counts, types with 2 or more instances
library cell / instances
nand2_1: 3
a22o_1: 32
nor3_1: 5
and2_1: 32
nor2b_1: 99
or3_1: 3
nor4b_2: 2
a21oi_1: 3
buf_1: 4
clkbuf_1: 18
nor4_1: 6
dfxtp_1: 174
inv_1: 2
nand4_1: 2
nor2_1: 3
## where the power goes
part | internal (mW) | switching [mW]
registers | 3.26 | 0.0326
logic | 0.213 | 0.110
clock network | 1.73 | 1.24
total | 5.21 | 1.39
## stage by stage
step | hold WS [ns] | std cells
3_5_place_dp | 0.410 | 744
2_1_floorplan | 0.406 | 403
3_3_place_gp | 0.409 | 744
4_1_cts | 0.420 | 776
5_1_grt | 0.434 | 776
6_report | 0.417 | 776
## logic make-up after synthesis
family	count (synthesis)	share of synthesized area, %
AND-OR/OR-AND	40	6.69
buffers and inverters	24	1.82
flip-flops	174	70.2
other	1	0.0756
AND/OR/NAND/NOR	164	21.2
## registers in the layout, indices dropped and copies added (netlist names)
name / flops
fsm.PENABLE: 1
ahb.PIPED0: 32
fsm.PSEL: 3
fsm.HREADOUT: 1
fsm.PWDATA: 32
fsm.state: 7
fsm.PADDR: 32
fsm.PWRITE: 1
ahb.PIPEA0: 32
ahb.HWRITEREG: 1
ahb.PIPEA1: 32
## worst paths after layout
check                                          startpoint                        end  slack (ns)  depth (start not counted)
worst max-delay path                             HADDR[1]     fsm.PSEL[2]$_SDFF_PN0_        0.42                          5
worst min-delay path            ahb.PIPED0[29]$_SDFF_PP0_  fsm.PWDATA[29]$_SDFF_PP0_        0.42                          1
worst max register to register       fsm.state[6]$_DFF_P_     fsm.PSEL[2]$_SDFF_PN0_        0.81                          4
worst min register to register  ahb.PIPED0[29]$_SDFF_PP0_  fsm.PWDATA[29]$_SDFF_PP0_        0.42                          1
## routing by layer
metal  up-vias  wire, um  track usage (%)
li1       1608         -                -
met1      1400      4690             17.6
met2        93      4230             18.1
met3         7       845             4.64
met4         0       100             1.42
met5         -         0                0
## worst max-delay path, stage by stage
cell             delay [ns]
clkdlybuf4s50_1        0.41
or4_1                  0.63
nor4_4                 0.22
a31oi_1                0.13
nor4b_2                0.26
Power figures rest on the tool's default switching activity, not on a simulated workload.
